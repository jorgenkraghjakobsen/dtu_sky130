File: design/flow/run.sh
#!/bin/bash
# OpenROAD 26Q1-2900-gdf79404cd8, Yosys 0.63+post, stock flow scripts
make -C /OpenROAD-flow-scripts/flow DESIGN_CONFIG=/design/flow/config.mk WORK_HOME=/design/flow/orfs finish
File: design/flow/design.v
module spdif_decoder ( input clk_in,
    input resetb, 
    input rx_in,
    output i2s_bck, 
    output i2s_ws, 
    output i2s_d0,
    output audio_locked,
    output edgedetect
);
  wire clk; 
  assign clk = clk_in; 
  reg [15:0] correlator; 
  always @(posedge clk, negedge resetb) 
  begin  
    if (!resetb)
      correlator <= 8'b00000000; 
    else 
      correlator <= {correlator[6:0], rx_in};
  end     
  assign rxup   = rxedge & correlator[1];            
  assign rxdown = rxedge & !correlator[1];           
  assign rxedge = (correlator[2] ^ correlator[1]);   
  reg [7:0] bitcnt;
  reg [7:0] bckcnt;
  reg [7:0] bitlength;
  reg bitvalue; 
  reg bitedge_detected; 
  reg i2s_bck_reg, i2s_bck_next; 
  reg phase_reg; 
  reg ws_old_reg; 
  always @(posedge clk, negedge resetb) 
  begin 
    if (resetb == 0)
    begin
      phase_reg <= 1'b0;
      bckcnt    <= 8'h00;
      bitcnt    <= 8'h00;
      bitlength <= 8'h00;
      bitvalue  <= 1'b0;  
      bitedge_detected  <= 1'b0; 
    end
    else
    begin 
      if (rxedge == 1) 
      begin 
        bitvalue         <= correlator[4]; 
        bitlength        <= bitcnt; 
        bitcnt           <= 8'h00;
        bitedge_detected <= 1'b1;
        if (rxup == 1)
        begin
          ws_old_reg       <= i2s_ws_reg;  
          bckcnt           <= 8'h00;
          if (((bckcnt > 2*bckclks+8) & (bckcnt < 3*bckclks+8) & (bckcnt!=bitcnt)) | 
             ((bckcnt > 4*bckclks+8) & (bckcnt < 5*bckclks+8)))
            phase_reg <= !phase_reg;
        end
      end 
      else 
      begin
        bitvalue  <= bitvalue; 
        bitlength <= bitlength;
        bitedge_detected <= 1'b0;   
        bitcnt    <= bitcnt + 8'h01;
        bckcnt    <= bckcnt + 8'h01;
        i2s_bck_reg <= i2s_bck_next;
      end
    end     
  end
  assign edgedetect = rxup;   
  localparam  bckclks=17;
  always @* 
  begin
    if (bckcnt <= bckclks) 
      i2s_bck_next = !phase_reg; 
    else if (bckcnt <= bckclks*2) 
      i2s_bck_next = phase_reg;
    else if (bckcnt <= bckclks*3) 
      i2s_bck_next = !phase_reg;
    else if (bckcnt <= bckclks*4) 
      i2s_bck_next = phase_reg;
    else if (bckcnt <= bckclks*5) 
      i2s_bck_next = !phase_reg;
    else if (bckcnt <= bckclks*6) 
      i2s_bck_next = phase_reg;
    else if (bckcnt <= bckclks*7) 
      i2s_bck_next = !phase_reg;
  end 
  assign i2s_bck = i2s_bck_reg;
 localparam [3:0]   
    INIT_ST            = 4'b0000,
    SEARCH_ST          = 4'b0001,
    FOUND_1_0_ST       = 4'b0010,
    FOUND_1_1_ST       = 4'b0011,
    FOUND_0_ST         = 4'b0100,
    FOUND_SYNC_0_ST    = 4'b0101,
    FOUND_SYNC_B_ST    = 4'b0110,
    FOUND_SYNC_B1_ST   = 4'b0111,
    FOUND_SYNC_B2_ST   = 4'b1000,
    FOUND_SYNC_W_ST    = 4'b1001,
    FOUND_SYNC_W1_ST   = 4'b1010,
    FOUND_SYNC_W2_ST   = 4'b1011,
    FOUND_SYNC_M_ST    = 4'b1100,
    FOUND_SYNC_M1_ST   = 4'b1101,
    FOUND_SYNC_M2_ST   = 4'b1110;
  reg  state_det;
  reg  next_det ; 
 reg [23:0] pcmbufL , pcmbufL_next;
 reg [23:0] pcmbufR , pcmbufR_next;
 reg [4:0]  pcm_index, pcm_index_next ;     
 reg [3:0] ext_state = 4'b0000; 
 reg [3:0] ext_next = 4'b0000;
 reg i2s_ws_reg, i2s_ws_next; 
 reg i2s_d0_reg, i2s_d0_next; 
 assign i2s_ws    = i2s_ws_reg; 
 assign i2s_d0    = i2s_d0_reg; 
 always @(posedge clk, negedge resetb)
 begin
   if (!resetb) 
   begin 
      ext_state <= INIT_ST; 
      pcm_index <= 5'h00;
      state_det <= 1'b0;
      i2s_ws_reg <= 1'b0;
      i2s_d0_reg <= 1'b0;
   end
   else 
   begin
     ext_state <= ext_next; 
     state_det <= next_det;
     pcm_index <= pcm_index_next; 
     i2s_ws_reg <= i2s_ws_next; 
     i2s_d0_reg <= i2s_d0_next; 
     pcmbufL <= pcmbufL_next;
     pcmbufR <= pcmbufR_next;
   end
 end    
 localparam [7:0] T3 = 42;
 localparam [7:0] T2 = 38;
 localparam [7:0] T1 = 20;  
 always @*
 begin
    ext_next = ext_state;
    pcm_index_next = pcm_index; 
    pcmbufL_next = pcmbufL; 
    pcmbufR_next = pcmbufR; 
    next_det = 1'b0;
    i2s_ws_next = i2s_ws_reg; 
    i2s_d0_next = i2s_d0_reg;
    case(ext_state) 
      INIT_ST :      
        begin
          i2s_ws_next  = 1'b0;
          i2s_d0_next  = 1'b0;
          ext_next = SEARCH_ST; 
        end     
      SEARCH_ST :    
        begin 
          i2s_ws_next   = 1'b0;
          if (bitedge_detected & (bitlength > T3))
          begin 
            ext_next =  FOUND_SYNC_0_ST; 
          end
        end        
      FOUND_SYNC_0_ST : 
        begin 
          if (bitedge_detected) 
          begin 
            if (bitlength <= T1) 
              ext_next = FOUND_SYNC_B_ST;      
            else if  (bitlength <= T2 ) 
              ext_next = FOUND_SYNC_W_ST;      
            else if  (bitlength > T3) 
              ext_next = FOUND_SYNC_M_ST;      
            else 
              ext_next = SEARCH_ST; 
          end
        end
      FOUND_SYNC_B_ST :  
        begin 
          if (bitedge_detected & (bitlength <= T1) )
            ext_next = FOUND_SYNC_B1_ST;
        end                   
      FOUND_SYNC_B1_ST : 
        begin 
          if (bitedge_detected & (bitlength >= T3) )
            ext_next = FOUND_SYNC_B2_ST;
        end 
      FOUND_SYNC_B2_ST :               
        begin 
          i2s_ws_next = 1'b0; 
          pcm_index_next = 0; 
          if (bitedge_detected) 
          begin 
            if (bitlength <= T1) 
              ext_next = FOUND_1_0_ST; 
            else if (bitlength > (T1) )
              ext_next = FOUND_0_ST; 
            else 
              ext_next = SEARCH_ST;
          end 
        end
      FOUND_SYNC_W_ST :                    
        begin 
          if (bitedge_detected & (bitlength <= T1) )
            ext_next = FOUND_SYNC_W1_ST;
        end                   
      FOUND_SYNC_W1_ST : 
        begin 
          if (bitedge_detected & (bitlength > T1) & (bitlength < T3))
            ext_next = FOUND_SYNC_W2_ST;
        end 
      FOUND_SYNC_W2_ST :               
        begin 
          i2s_ws_next = 1'b1;
          pcm_index_next = 0; 
          if (bitedge_detected) 
          begin 
            if (bitlength <= T1) 
              ext_next = FOUND_1_0_ST; 
            else if (bitlength > T1 )
              ext_next = FOUND_0_ST;
            else 
              ext_next = SEARCH_ST;
          end 
        end
      FOUND_SYNC_M_ST :                   
        begin 
          if (bitedge_detected & (bitlength <= T1) )
            ext_next = FOUND_SYNC_M1_ST;
        end                   
      FOUND_SYNC_M1_ST : 
        begin 
          if (bitedge_detected & (bitlength <= T1) )
            ext_next = FOUND_SYNC_M2_ST;
        end 
      FOUND_SYNC_M2_ST :               
        begin 
          next_det    = 1'b1;
          i2s_ws_next = 1'b0; 
          pcm_index_next = 0; 
          if (bitedge_detected) 
          begin 
            if (bitlength <= T1) 
              ext_next = FOUND_1_0_ST; 
            else if (bitlength > T1 )
              ext_next = FOUND_0_ST;    
            else 
              ext_next = SEARCH_ST;
          end 
        end
      FOUND_1_0_ST : 
        begin 
          if (bitedge_detected & (bitlength <=T1))
            ext_next = FOUND_1_1_ST;
        end
      FOUND_1_1_ST : 
        begin  
          if (pcm_index < 24) 
            if (i2s_ws_reg==0) 
              i2s_d0_next  = pcmbufR[pcm_index]; 
            else 
              i2s_d0_next  = pcmbufL[pcm_index]; 
          if (bitedge_detected) 
          begin 
            if (pcm_index < 24) 
            begin  
              if (i2s_ws_reg==0) 
              begin 
                pcmbufL_next = {pcmbufL[22:0],1'b1}; 
              end                 
              else 
              begin 
                pcmbufR_next = {pcmbufR[22:0],1'b1};  
              end
            end
            pcm_index_next = pcm_index + 1; 
            if (bitlength <= T1)
              ext_next = FOUND_1_0_ST;
            else if ((bitlength > T1) & (bitlength < T3))  
              ext_next = FOUND_0_ST;
            else if (bitlength > T3 )   
              ext_next = FOUND_SYNC_0_ST;
          end
        end
      FOUND_0_ST :
        begin 
          if (pcm_index < 24) 
            if (i2s_ws_reg==0) 
              i2s_d0_next  = pcmbufR[pcm_index]; 
            else 
              i2s_d0_next  = pcmbufL[pcm_index]; 
          if (bitedge_detected) 
          begin 
            if (pcm_index < 24) 
            begin  
                if (i2s_ws_reg==0) 
                begin 
                  pcmbufL_next = {pcmbufL[22:0],1'b0}; 
                end                 
                else 
                begin 
                  pcmbufR_next = {pcmbufR[22:0],1'b0}; 
                end
            end 
            pcm_index_next = pcm_index + 1; 
            if (bitlength <= T1)
              ext_next = FOUND_1_0_ST;
            else if ((bitlength > T1) & (bitlength < T3))  
              ext_next = FOUND_0_ST;
            else if (bitlength > T3 )   
              ext_next = FOUND_SYNC_0_ST;
          end
        end
      default : ext_next =  INIT_ST;
    endcase 
  end    
endmodule
File: design/flow/constraint.sdc
current_design spdif_decoder

set clk_period 6.0
set clk_io_pct 0.2

create_clock -name clk0 -period $clk_period [get_ports {clk_in}]

set non_clock_inputs [all_inputs -no_clocks]
set_input_delay [expr $clk_period * $clk_io_pct] -clock clk0 $non_clock_inputs
set_output_delay [expr $clk_period * $clk_io_pct] -clock clk0 [all_outputs]
File: design/flow/config.mk
export PLATFORM = sky130hd
export DESIGN_NAME = spdif_decoder
export DESIGN_NICKNAME = spdif_decoder
export VERILOG_FILES = /design/flow/design.v
export SDC_FILE = /design/flow/constraint.sdc
export NUM_CORES = 4
export LEC_CHECK = 1
export CORE_UTILIZATION = 40
==> impl_metrics.py <==
# Synthesis and PnR figures
metrics = {
    "clock_network": {
        "clk_pin_slew_worst_paths_ns": 0.08,
        "clkLatencyLatePin_ns": 0.36,
        "htreeDepth": 3,
        "cts_resized": 0,
        "cts_root_buf": "clkbuf_8",
        "cts_tree": "yes",
        "ctsHoldBuffers": 0,
        "cts-buffers-inserted": 9,
        "clock_path_buffers": 2,
        "cts_setup_buffers": 0,
    },
    "worst_setup_path": {
        "worstPathCellList": "nor2b_1 -> nand2_1 -> a21oi_1 -> nand4_1 -> nor2_2 -> buf_4",
        "worstPathMaxFanout": 23,
        "cp-end-kind": "flip-flop",
        "cpMaxStageDelayCell": "dfrtp_1",
        "cp.required_ns": 6.05,
        "cp.arrival_ns": 2.87,
        "crit_type": "reg2reg",
        "cp_slowest_stage_delay_ns": 0.75,
        "critPathLaunchType": "flip-flop",
    },
    "yosys": {
        "synth_area_mm2": 0.00439,
        "ys_cells": 361,
        "edf_count": 49,
        "yosysWarningCount": 5,
        "postSynthAreaPerCell_um2": 12.2,
        "syn_inst": 361,
        "ys.flop_type": "edfxtp_1",
        "ys_ff": 90,
        "ys_types": 53,
        "yosysChipArea_mm2": 0.00439,
        "ys_async_sr_fraction": 0.444,
    },
    "detailed_routing": {
        "drc": 0,
        "drt-initial-drc-count": 154,
        "antenna_cells": 0,
        "ant_nets": 0,
        "routedWlPerCell_um": 15.6,
        "firstDrtPassIters": 4,
        "via_per_inst": 5.45,
        "vias": 2713,
        "drt-total-wl_um": 7790,
    },
    "pwr": {
        "power_leakage_uw": 0.00153,
        "ir_drop_mv": 0.103,
        "p_per_area_mw_per_mm2": 241,
    },
    "job": {
        "drv_cap": 0,
        "warnings": 29,
    },
    "die": {
        "fp-utilization": 0.420,
        "num_rows": 37,
        "die_height_um": 107,
        "chip_area_mm2": 0.0114,
        "die_w_um": 107,
        "pin_count": 8,
        "core_mm2": 0.0105,
    },
    "global_routing": {
        "antenna_found_initial": 0,
        "grt_remaining_overflow": 0,
        "grt.total_usage": 0.156,
        "grt_pass1_vias": 2578,
        "grt_pass1_wl_um": 13200,
        "grt_max_degree": 43,
    },
    "finish": {
        "syn_to_final_growth_pct": 7.92,
        "design_area_mm2": 0.00474,
        "drive_above_1_share": 0.127,
        "reg.largest.list": "pcmbufL x24, pcmbufR x24",
        "stdcell_count": 498,
        "nFillCells": 960,
    },
    "placed_design": {
        "placed_area_mm2": 0.00454,
        "gp_congestion": 0.855,
        "placed_cells": 483,
        "numPortBuffers": 6,
        "place_hpwl_um": 5190,
    },
    "final_timing": {
        "hold_viol": 0,
        "min_period_ns": 2.82,
        "final-setup-viol-count": 0,
        "untimed_endpoints": 2,
        "max_freq_ghz": 0.354,
        "worst_pin_slew_ns": 0.680,
        "drv_slew": 0,
        "setup_tns_ns": 0,
        "grt_setup_unrepaired": "no",
        "max_slew_margin": 0.547,
        "fin_crit_sh": 0.470,
        "unclocked_pins": 1,
        "clock_skew_ns": 0.00811,
    },
    "min_path": {
        "hold_path.class": "reg2reg",
    },
    "status": {
        "status": "finished clean",
    },
}
==> cells in the final DEF, fill, tap and decap left out, types with 9 or more instances in the layout <==
cell type and n:
a21oi_1 17, clkbuf_8 9, dfrtp_1 40, edfxtp_1 49, inv_1 10, mux4_2 15, nand2_1 25, nand3_1 9
nor2_1 28, o21ai_0 20, xnor2_1 12, xor2_1 9
==> power breakdown <==
group          switching (uW)  total (uW)  internal, uW
clock                     209         400           192
combinational            32.3        63.1          30.8
sequential               26.7         680           653
==> synth_stat cells (2+ instances only) <==
library cell / number / area, um2
buf_4: 2 / 15.0
and2_1: 4 / 25.0
inv_1: 10 / 37.5
nand3_1: 9 / 45.0
and3_1: 4 / 25.0
mux2i_1: 5 / 50.1
nand2_1: 25 / 93.8
o211ai_1: 4 / 30.0
a21oi_1: 17 / 85.1
ha_1: 8 / 100
dfrtp_1: 40 / 1000
mux2_2: 8 / 90.1
nor2_1: 30 / 113
mux4_2: 15 / 338
edfxtp_1: 49 / 1470
clkbuf_1: 20 / 75.1
a211oi_1: 2 / 15.0
and4b_1: 2 / 20.0
nand4_1: 7 / 43.8
nor3b_1: 6 / 45.0
o21ai_0: 20 / 100
nor4b_1: 2 / 17.5
o31ai_1: 3 / 22.5
nor3_1: 6 / 30.0
a21boi_0: 3 / 22.5
xnor2_1: 12 / 105
or3_1: 4 / 25.0
xor2_1: 9 / 78.8
nand2b_1: 5 / 31.3
and3b_1: 2 / 17.5
nor2b_1: 6 / 37.5
==> layer usage <==
layer	global-route usage	routed length, um	part of all wire
met1	0.279	4020	0.52
met3	0.0626	483	0.062
met2	0.193	3190	0.41
met4	0.0196	85	0.011
met5	0	0	0
==> area by class of cell <==
type | instances | area, um2 | share of cell area
clock inverter | 6 | 68.8 | 0.0145
multi-input combinational | 237 | 1760 | 0.372
tap | 136 | 170 | 0.0359
timing repair buffer | 10 | 85.1 | 0.0180
sequential | 90 | 2490 | 0.525
clock buffer | 9 | 124 | 0.0261
inverter | 10 | 37.5 | 0.00792
==> cells by family after synthesis <==
family,synth area share
multiplexers,0.109
other,0.000854
latches,0.00342
buffers and inverters,0.0325
adder cells (fa/ha/maj),0.0228
flip-flops,0.563
AND-OR/OR-AND,0.0887
AND/OR/NAND/NOR,0.138
XOR/XNOR,0.0419
==> final timing paths <==
kind	from	to	slack [ns]	cells after the start
worst max register to register	ext_state[0]$_DFFE_PN0P_	pcmbufR[23]$_DFFE_PP_	3.18	6
worst min-delay path	correlator[0]$_DFF_PN0_	correlator[1]$_DFF_PN0_	0.36	0
min in group asynchronous	resetb	bckcnt[1]$_DFFE_PN0P_	0.89	2
worst min register to register	correlator[0]$_DFF_PN0_	correlator[1]$_DFF_PN0_	0.36	0
max in group asynchronous	resetb	pcm_index[2]$_DFFE_PN0P_	4.73	2
worst max-delay path	ext_state[0]$_DFFE_PN0P_	pcmbufR[23]$_DFFE_PP_	3.18	6
==> worst max-delay path: cells and delay by family (launching register included) <==
| family | cells | cell delay (ns) |
|---|---|---|
| AOI/OAI and AO/OA | 1 | 0.42 |
| and+or+nand+nor | 4 | 1.02 |
| buffers and inverters | 1 | 0.32 |
| DFF | 1 | 0.75 |
==> metrics by stage <==
step | hold slack, ns | setup WS [ns] | power [uW] | util
after CTS | 0.362 | 3.21 | 1160 | 0.453
after global placement | 0.343 | 2.98 | 755 | 0.434
final | 0.356 | 3.18 | 1140 | 0.453
after floorplan | 0.331 | 3.23 | 735 | -
after global routing | 0.385 | 2.92 | 1200 | 0.453
after detailed placement | 0.341 | 2.95 | 757 | 0.434
Power is estimated from default activity; no workload was simulated.
