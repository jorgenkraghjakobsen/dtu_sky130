$ cat design/flow/config.mk
export PLATFORM = sky130hd
export DESIGN_NAME = simple_counter
export DESIGN_NICKNAME = simple_counter
export VERILOG_FILES = /design/flow/design.v
export SDC_FILE = /design/flow/constraint.sdc
export NUM_CORES = 4
export LEC_CHECK = 1
export CORE_AREA = 10 10 90 90
export DIE_AREA = 0 0 100 100
$ cat design/flow/constraint.sdc
current_design simple_counter

set clk_period 3.3
set clk_io_pct 0.2

create_clock -name clk0 -period $clk_period [get_ports {clk_in}]

set non_clock_inputs [all_inputs -no_clocks]
set_input_delay [expr $clk_period * $clk_io_pct] -clock clk0 $non_clock_inputs
set_output_delay [expr $clk_period * $clk_io_pct] -clock clk0 [all_outputs]
$ cat design/flow/design.v
module simple_counter(
     input clk_in, 
     input resetb,
     input timer_start,
     output timer_timeout 
     );
   parameter RELOAD_VAL = 16'h5000;
   reg [15:0] counter_reg; 
   reg timer_state_run;
   assign timer_timeout = (counter_reg == RELOAD_VAL) ?1'b1:1'b0; 
   always @(posedge clk_in )
   begin
       if (!resetb)
       begin 
         timer_state_run <= 0;
         counter_reg     <= RELOAD_VAL; 
       end 
       else
       begin 
         if (timer_state_run) 
         begin 
           counter_reg    <= counter_reg - 16'h0001 ;
           timer_state_run <= 1;
           if (counter_reg == 0)
           begin
             timer_state_run <= 0; 
           end  
         end 
         else 
         begin 
           counter_reg     <= RELOAD_VAL;
           timer_state_run <= 0;   
           if (timer_start) 
           begin 
             timer_state_run <= 1;   
             counter_reg    <= counter_reg - 16'h0001 ;
           end
         end 
       end
   end
endmodule
$ cat design/flow/run.sh
#!/bin/bash
# OpenROAD 26Q1-2900-gdf79404cd8, Yosys 0.63+post, stock flow scripts
make -C /OpenROAD-flow-scripts/flow DESIGN_CONFIG=/design/flow/config.mk WORK_HOME=/design/flow/orfs finish
==> impl_metrics.yaml <==
# generated from flow reports
setup_path:
  crit_family: "simple AND/OR/NAND/NOR gates"
  crit_fanout: 5
  required_ps: 2640
  start_kind: "register"
  crit_type: "register to output port"
  worstPathArrival_ps: 1940
  cpPeakStageDelay_ps: 460
  endpoint_kind: "output port"
  crit_chain: "inv_1, ha_1, nor3b_2, nand3_1, nor2_1, clkdlybuf4s50_1"
  crit_buf_inv: 2
  cp_slowest_cell: "clkdlybuf4s50_1"
  rrSetupSlack_ps: 1680
floorplanning:
  initCoreUtil_pct: 12.1
  dieWidth_um: 100
  rows: 29
  fp.dieArea_um2: 10000
  ios: 4
  core_um2: 6280
  die_h_um: 100
clock_network:
  clock_latency_ps: 250
  post-cts-setup-buffer-count: 0
  holdBufCountCts: 0
  ctsLongestPathBuffers: 2
  clk_pin_slew_worst_paths_ps: 60
  cts_buffers: 3
  cts-resized-gates: 0
  clock-sinks: 17
  cts_root_buffer: "clkbuf_8"
  cts_tree: "done"
  cts_htree_levels: 1
grt:
  overflow: 0
  grt_pass1_wl_mm: 2.29
  track_usage_pct: 2.58
  grt_max_degree: 16
  met1_usage_pct: 3.55
  grt_pass1_vias: 525
  met2_usage_pct: 3.93
  antenna_found_initial: 0
  top_usage_layer: "met2"
  grt_util_met3_pct: 0.833
logic_synthesis:
  synthCells: 85
  yosysWarnings: 1
  synth_area_um2: 762
  yosys_area_um2: 762
  syn_area_per_cell_um2: 8.96
  async_flop_share_pct: 0
  synth.yosys.seq_area_share_pct: 44.7
  ys_cells: 85
  edf_count: 0
  synthFlopType: "dfxtp_1"
  synthDistinctLibCells: 29
  ys.flops: 17
layout:
  syn_to_final_growth_pct: 23.0
  largest_reg_flops: 16
  design_area_um2: 937
  lay_top_cells: "nor2_1, dfxtp_1, xor2_1"
  postLayoutCoreUtil_pct: 14.9
  drive_above_1_share_pct: 9.78
  layout_top_cell: "nor2_1"
sta:
  rsz0062_at_grt: "false"
  worst_pin_slew_ps: 552
  period_needed_ps: 2600
  skew_ps: 5.56
  setup_violations: 0
  post-route-period-util_pct: 78.7
  slew-limit-headroom_pct: 62.7
  clock.fmax_mhz: 385
  drv_slew: 0
  setup_tns_ps: 0
  hold_viol: 0
route:
  vias: 560
  antenna_cells: 0
  totalWireLength_mm: 1.27
  drtAntennaViolNets: 0
  post-route-drc-count: 0
  firstDrtPassIters: 4
  first_iter_violations: 22
  viasPerCell: 3.31
  wl_per_cell_um: 7.54
pwr:
  power.density_nw_per_um2: 622
  p_leak_uw: 0.000328
  peakVddDrop_v: 0.000183
placement:
  io_buffers: 3
  placed_cell_area_um2: 892
  hpwl_um: 873
  place_congestion: 0.746
run:
  warnings: 25
  drv_cap: 0
worst_hold_path:
  hp-class: "register to register"
outcome:
  status: "completed"
[cell type report]
cell class                 count  area [µm²]
sequential                    17         340
multi-input combinational     64         407
tap                           77        96.3
timing repair buffer           4        37.5
inverter                       3        11.3
clock buffer                   4        45.0
fill                         688        5340
[where the power goes]
part	internal (µW)	switching, µW
Clock	85.5	66.7
Sequential	233	35.1
Combinational	80.1	82.6
Total	398	184
[Yosys cell counts, drive strengths merged (2+ instances only)]
cell	count	area share, %
nand3	4	2.6
nand2	6	3.0
xnor2	3	3.4
o21ai	3	2.0
nor2	18	8.9
inv	3	1.5
nor3b	2	2.6
dfxtp	17	45
nor3	4	6.2
xor2	7	8.0
a21oi	2	1.3
nand4	3	2.5
[worst paths after layout]
check                                     from              to  cells after the start
worst min-delay path            counter_reg[0]  counter_reg[0]                      1
worst max-delay path            counter_reg[0]   timer_timeout                      6
worst min register to register  counter_reg[0]  counter_reg[0]                      1
worst max register to register  counter_reg[0]  counter_reg[8]                      6
[logic make-up after synthesis]
family	share of synthesized area [%]
adder cells (fa/ha/maj)	1.64
XOR/XNOR	11.5
flip-flops	44.7
AND/OR/NAND/NOR	34.2
AND-OR/OR-AND	6.08
buffers and inverters	1.97
[stage by stage]
| stage | setup slack, ps | hold WS (ps) | instances | power (µW) |
|---|---|---|---|---|
| 3_3_place_gp | 1050 | 437 | 165 | 433 |
| 2_1_floorplan | 1630 | 423 | 85 | 396 |
| 6_report | 704 | 465 | 169 | 583 |
| 4_1_cts | 692 | 466 | 169 | 591 |
| 5_1_grt | 552 | 504 | 169 | 627 |
| 3_5_place_dp | 994 | 449 | 165 | 433 |
[per-layer routing]
metal,part of all wire (%),up-vias
met1,53,249
met5,0,-
li1,-,304
met2,44,7
met4,0,0
met3,3.1,0
[worst reg2reg max path: stages, from the launching register on]
cell and delay [ps]:
dfxtp_1 330, inv_1 60, ha_1 210, nor3b_2 260, nand2_1 130, or4_1 480
o21ai_1 90
No activity file was given, so power comes from the tool's default toggle rates.
