==> flow/design.v <==
module amp_state_control (
    input clk_in,
    input resetb,
    input audio_locked_in,
    input nerror_in,
    output nenable_out, 
    output nmute_out,
    output send_config_out);
  wire mute;
  wire enable_delayed; 
  wire timer_timeout;
  reg send_config;  
  reg send_config_delayed;
  reg timer_start;
  reg nenable_reg;
  timer_simple tim(
      .clk_in(clk_in),
      .resetb(resetb),
      .timer_start(timer_start),
      .timer_timeout(timer_timeout)); 
  localparam [3:0]  
    INIT_ST          = 4'b0000,
    ENABLED_0_ST     = 4'b0001,
    ENABLED_1_ST     = 4'b0010,
    ENABLED_WAIT_ST  = 4'b0011,
    SEND_CFG_0_ST    = 4'b0100,
    SEND_CFG_1_ST    = 4'b0101,
    SEND_CFG_WAIT_ST = 4'b0110,
    UNMUTE_ST        = 4'b0111,
    MUTE_ST          = 4'b1000; 
  reg [3:0] amp_state_reg,  amp_state_next; 
  always @(posedge clk_in , negedge resetb)
  begin 
    if (!resetb) 
      amp_state_reg <= INIT_ST; 
    else 
      amp_state_reg <= amp_state_next; 
  end 
  always @* 
  begin  
    amp_state_next = amp_state_reg; 
    case(amp_state_reg) 
      INIT_ST :  
        begin
          send_config         = 1'b0;  
          send_config_delayed = 1'b0;
          nenable_reg         = 1'b1;
          timer_start         = 1'b0;
          amp_state_next      = ENABLED_0_ST; 
        end
      ENABLED_0_ST: 
        begin 
         send_config         = 1'b0;  
         send_config_delayed = 1'b0;
         nenable_reg         = 1'b0;
         timer_start         = 1'b1;   
         amp_state_next      = ENABLED_1_ST; 
        end 
      ENABLED_1_ST: 
        begin 
         send_config         = 1'b0;  
         send_config_delayed = 1'b0;
         nenable_reg         = 1'b0;
         timer_start         = 1'b0;   
         amp_state_next      = ENABLED_WAIT_ST; 
        end 
      ENABLED_WAIT_ST: 
        begin 
         send_config         = 1'b0;  
         send_config_delayed = 1'b0;
         nenable_reg         = 1'b0;
         timer_start         = 1'b0;   
         if(timer_timeout) 
         begin 
             amp_state_next = SEND_CFG_0_ST; 
         end 
        end
      SEND_CFG_0_ST:
        begin
          send_config         = 1'b1;  
          send_config_delayed = 1'b0;
          nenable_reg         = 1'b0;
          timer_start         = 1'b1;
          amp_state_next    = SEND_CFG_1_ST; 
        end
      SEND_CFG_1_ST:
        begin
          send_config         = 1'b1;  
          send_config_delayed = 1'b0;
          nenable_reg         = 1'b0;
          timer_start         = 1'b0;
          amp_state_next   = SEND_CFG_WAIT_ST; 
        end
      SEND_CFG_WAIT_ST: 
        begin
          send_config         = 1'b1;  
          send_config_delayed = 1'b0;
          nenable_reg         = 1'b0;
          timer_start         = 1'b0;
          if (timer_timeout) 
            amp_state_next = UNMUTE_ST; 
          else  
            amp_state_next = SEND_CFG_WAIT_ST; 
        end
      UNMUTE_ST: 
        begin
         send_config         = 1'b1;  
         send_config_delayed = 1'b1;
         nenable_reg         = 1'b0;
         timer_start         = 1'b0;
         if (nerror_in) 
           amp_state_next = MUTE_ST; 
         else  
           amp_state_next = UNMUTE_ST; 
        end
    endcase
  end 
  assign nenable_out = nenable_reg ; 
  assign mute      = ~audio_locked_in | ~send_config_delayed;  
  assign nmute_out = ~mute;  
  assign send_config_out = send_config; 
endmodule 
module timer_simple(
     input clk_in, 
     input resetb,
     input timer_start,
     output timer_timeout 
     );
   parameter RELOAD_VAL = 16'h5000;
   reg [15:0] counter_reg; 
   reg timer_state_run;
   assign timer_timeout = (counter_reg == RELOAD_VAL) ?1'b1:1'b0; 
   always @(posedge clk_in , negedge resetb)
   begin
       if (!resetb)
       begin 
         timer_state_run <= 0;
         counter_reg     <= RELOAD_VAL; 
       end 
       else
       begin 
         if (timer_state_run) 
         begin 
           counter_reg    <= counter_reg - 16'h0001 ;
           timer_state_run <= 1;
           if (counter_reg == 0)
           begin
             timer_state_run <= 0; 
           end  
         end 
         else 
         begin 
           counter_reg     <= RELOAD_VAL;
           timer_state_run <= 0;   
           if (timer_start) 
           begin 
             timer_state_run <= 1;   
             counter_reg    <= counter_reg - 16'h0001 ;
           end
         end 
       end
   end
endmodule
==> flow/run.sh <==
#!/bin/bash
# OpenROAD 26Q1-2900-gdf79404cd8, Yosys 0.63+post, stock flow scripts
make -C /OpenROAD-flow-scripts/flow DESIGN_CONFIG=/design/flow/config.mk WORK_HOME=/design/flow/orfs finish
==> flow/config.mk <==
export PLATFORM = sky130hd
export DESIGN_NAME = amp_state_control
export DESIGN_NICKNAME = amp_state_control
export VERILOG_FILES = /design/flow/design.v
export SDC_FILE = /design/flow/constraint.sdc
export NUM_CORES = 4
export LEC_CHECK = 1
export CORE_AREA = 10 10 90 90
export DIE_AREA = 0 0 100 100
==> flow/constraint.sdc <==
current_design amp_state_control

set clk_period 3.3
set clk_io_pct 0.2

create_clock -name clk0 -period $clk_period [get_ports {clk_in}]

set non_clock_inputs [all_inputs -no_clocks]
set_input_delay [expr $clk_period * $clk_io_pct] -clock clk0 $non_clock_inputs
set_output_delay [expr $clk_period * $clk_io_pct] -clock clk0 [all_outputs]
==> flow_summary_export.csv <==
group,metric,value,unit
setup_path,critical_path_arrival,1670,ps
setup_path,worst-path-max-fanout,1,
cts,clock_latency,270,ps
cts,cts_htree_levels,1,
yosys,post_synth_ao_oa_area_fraction,0.0684,
yosys,postSynthAreaPerCell,11.3,sq um
setup_path,critPathMaxStageDelay,460,ps
cells_and_area,layout.cells.most_common,"dfrtp_1",
global_routing,first_global_vias,819,
floorplanning,fp.coreArea,6280,sq um
setup_path,critical_path_buf_inv_count,2,
place,place_inst,189,
routing,route.detailed.wl_per_inst,10.2,um
cts,ctsRootBufferMaster,"clkbuf_8",
setup_path,crit_path_start_kind,"input port",
routing,via_count,767,
cells_and_area,flow.area_growth_from_synthesis,18.0,%
yosys,area_leaders,"dfrtp_1 (46%), dfstp_2 (6.6%), dlxtn_1 (5.1%), nor2_1 (4.4%), xnor2_1 (3.7%)",
yosys,synth-edff-count,0,
yosys,numSynthFlops,29,
cts,postCtsSetupRepairBufs,0,
yosys,synth.cellmix.simpleShare,0.252,
cells_and_area,post_route_cells_drive_above_1_share,0.155,
sta,min_period,2330,ps
setup_path,critical-path-top-cell-by-count,"clkdlybuf4s50_1",
sta,hold_ws,392,ps
cells_and_area,fin_area,1400,sq um
cells_and_area,layout.cells.most_common_list,"dfrtp_1 (22), nor2_1 (14), clkdlybuf4s50_1 (6)",
floorplanning,die_area,10000,sq um
power_and_ir_drop,power_consumption,0.939,mW
cells_and_area,largest_reg_flops,16,
floorplanning,std_cell_rows,29,
cts,cts-root-to-sink-buffers,2,
power_and_ir_drop,cellPowerDensity,670,nW/um^2
sta,finalSetupViolations,0,
sta,final.setup.tns,0,ps
global_routing,grt_start_max_net_pins,26,
setup_path,worstRegToRegCells,3,
cts,tritoncts_buffers,3,
sta,setup_slack,965,ps
worst_hold_path,min_path_cells,0,
sta,skew,3.67,ps
sta,fmax,0.428,GHz
routing,vias_per_cell,3.97,
global_routing,grt_first_pass_wirelength,3710,um
cts,post_cts_hold_buffer_count,0,
setup_path,cp_top_family,"buffers and inverters",
routing,wirelength_routed,1960,um
worst_hold_path,hold_path.class,"flip-flop to flip-flop",
cts,cts.reportedPaths.clkPinSlew,80,ps
flow_run,drv_cap,0,
sta,count_of_unclocked_register_or_latch_pins,4,
floorplanning,number_of_top_level_pins,7,
setup_path,regToRegSetupSlack,1490,ps
sta,report.final.slew_viol_count,0,
yosys,netlist.top_cell.by_area,"dfrtp_1",
floorplanning,core_util_floorplan,0.189,
routing,antenna_left,0,
yosys,fa_ha_area_frac,0.0105,
place,gp_congestion,0.818,
yosys,synthesis.area,1190,sq um
global_routing,grt_util_all_layers,0.0426,
sta,finalClockPeriodUsage,0.708,
place,pre_cts_slack,955,ps
yosys,synth.logic.top_family,"simple AND/OR/NAND/NOR gates",
routing,drc,0,
outcome,result_of_the_run,"finished clean",
cells_and_area,postLayoutCoreUtil,0.223,
routing,firstDrtPassIters,2,
flow_run,stage_log_warnings,25,
yosys,flop_cell,"dfrtp_1",
sta,rsz0062_at_grt,"no",
setup_path,crit_path_capture_type,"output pin",
yosys,synth.distinct_cells,35,
power_and_ir_drop,vdd.ir_drop.worst,336,uV
cells_and_area,final_cells,193,
setup_path,cp_num_cells,3,
place,port_buffers,6,
setup_path,crit_required,2640,ps
yosys,yosys.area.top_type_share,0.463,
cts,cts.repair.resized,0,
setup_path,worst_path_max_delay_cell,"clkdlybuf4s50_1",
cts,tritoncts_clock_tree,"built",
yosys,synthCells,105,
place,postPlaceCellArea,1360,sq um
place,place_hpwl,1410,um
yosys,mux_share,0,
power_and_ir_drop,leakage,0.555,nW
yosys,synth-area-yosys,1190,sq um
global_routing,grt_overflow_total,0,
yosys,synth.cellmix.xorXnorShare,0.0737,
sta,finalHoldViolations,0,
routing,detail_route.antenna_diodes,0,
sta,untimed_endpoints,6,
setup_path,crit_chain,"clkdlybuf4s50_1 > and2_1 > clkdlybuf4s50_1",
yosys,async_sr_flop_fraction,0.862,
setup_path,path_class,"input port to output pin",
global_routing,antenna_found_initial,0,
routing,detail_route.iter0.violations,9,
floorplanning,die_height,100,um
yosys,cells_in_synth_stat_txt,105,
floorplanning,die-width,100,um
yosys,total_of_warnings_raised_by_yosys,2,
Yosys cell counts (2+ instances only):
cell type	number
xnor2_1	5
or3_1	4
nand2_1	3
a21oi_1	5
a21o_1	2
and2_1	2
dfstp_2	3
inv_1	3
o21ai_0	4
dlxtn_1	4
nand3_1	2
nor4_1	3
dfrtp_1	22
nor2_1	14
xor2_1	5
or4_4	3
nor3_1	2
nor4_2	2
cells by family after synthesis:
group | Yosys count
fa+ha+maj | 1
latches | 4
buf+inv | 4
other cells | 1
simple gates | 46
xor+xnor | 10
compound gates | 14
flops | 25
report_power, final:
group,internal (mW),switching [mW]
registers,0.400,0.112
clock network,0.0844,0.0963
logic,0.125,0.122
total,0.609,0.330
layout make-up:
cell class / count / area (sq um)
fillers: 668 / 4870
inverters: 3 / 11.3
clock inverters: 1 / 5.00
multi-input cells: 72 / 484
flip-flops and latches: 29 / 689
clock buffers: 3 / 41.3
repair buffers: 8 / 75.1
well taps: 77 / 96.3
worst paths after layout:
path / from / endpoint
setup reg to reg: tim.counter_reg[9]$_DFF_PN0_ / amp_state_reg[7]$_DFF_PN0_
min in group asynchronous: resetb / tim.counter_reg[9]$_DFF_PN0_
hold reg to reg: amp_state_reg[2]$_DFF_PN0_ / amp_state_reg[6]$_DFF_PN0_
max in group asynchronous: resetb / tim.counter_reg[12]$_DFF_PN1_
setup / recovery: audio_locked_in / nmute_out
hold / removal: amp_state_reg[2]$_DFF_PN0_ / amp_state_reg[6]$_DFF_PN0_
layer usage:
metal  vias up  share of wire  track usage  routed length [um]
met5         -              0            0                   0
met4         0          0.026      0.00978                  51
met3         5          0.019      0.00694                  37
met2         5           0.46       0.0682                 902
met1       365           0.49       0.0595                 971
li1        392              -            -                   -
Power and IR drop assume default switching activity.
